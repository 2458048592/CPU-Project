===== flow/run.sh =====
#!/bin/bash
# OpenROAD 26Q1-2900-gdf79404cd8, Yosys 0.63+post, stock flow scripts
make -C /OpenROAD-flow-scripts/flow DESIGN_CONFIG=/design/flow/config.mk WORK_HOME=/design/flow/orfs finish

===== flow/constraint.sdc =====
current_design MIO_BUS

set clk_period 7.8
set clk_io_pct 0.2

create_clock -name clk0 -period $clk_period [get_ports {clk}]

set non_clock_inputs [all_inputs -no_clocks]
set_input_delay [expr $clk_period * $clk_io_pct] -clock clk0 $non_clock_inputs
set_output_delay [expr $clk_period * $clk_io_pct] -clock clk0 [all_outputs]

===== flow/design.v =====
`timescale 1ns / 1ps
module MIO_BUS(clk,
					rst,
					BTN,
					SW,
					mem_w,
					Cpu_data2bus,									 
					addr_bus,
					ram_data_out,
					led_out,
					counter_out,
					counter0_out,
					counter1_out,
					counter2_out,
					Cpu_data4bus,									 
					ram_data_in,								 
					ram_addr,									 
					data_ram_we,
					GPIOf0000000_we,
					GPIOe0000000_we,
					counter_we,
					Peripheral_in,
					char_data,
					GPIOc0000000_we,
					xkey,
					graph_mode
					);
input clk,rst,mem_w;
input counter0_out,counter1_out,counter2_out;
input [3:0]BTN;
input [7:0]SW,led_out;
input [31:0] Cpu_data2bus,ram_data_out,addr_bus,counter_out;					
output data_ram_we,GPIOe0000000_we,GPIOf0000000_we,counter_we;
output [31:0]Cpu_data4bus,ram_data_in,Peripheral_in;	
output reg [12:0] ram_addr;
reg data_ram_we,GPIOf0000000_we,GPIOe0000000_we,counter_we;
reg data_ram_rd,GPIOf0000000_rd,GPIOe0000000_rd,counter_rd;
reg[31:0] Cpu_data4bus,ram_data_in,Peripheral_in;
reg[7:0] led_in;
wire[7:0] led_out;
wire counter_over;
input [15:0] xkey;
input [15:0] char_data;
output reg GPIOc0000000_we;
reg keyboard_rd;
output graph_mode;
reg graph;
assign graph_mode = graph;
initial
begin
	graph = 0;
end
always@(posedge clk) begin
	data_ram_we=0;
	data_ram_rd=0;
	counter_we=0;
	counter_rd=0;
	GPIOf0000000_we=0;
	GPIOe0000000_we=0;
	GPIOf0000000_rd=0;
	GPIOe0000000_rd=0;
	ram_addr=13'h0;
	ram_data_in=32'h0;
	Peripheral_in=32'h0;
	Cpu_data4bus =32'h0;
	keyboard_rd = 0;
	GPIOc0000000_we = 0;
	case(addr_bus[31:28])
	4'h0:begin
		data_ram_we = mem_w;
		ram_addr = addr_bus[14:2];
		ram_data_in = Cpu_data2bus;
		Cpu_data4bus = ram_data_out;
		data_ram_rd = ~mem_w;
	end
	4'he:begin               
		GPIOe0000000_we = mem_w;
		Peripheral_in = Cpu_data2bus;
		Cpu_data4bus = counter_out;
		GPIOe0000000_rd = ~mem_w;
	end
	4'hf:begin
		if(addr_bus[2])begin
			counter_we = mem_w;
			Peripheral_in = Cpu_data2bus;
			Cpu_data4bus = counter_out;
			counter_rd = ~mem_w;
		end
		else begin
			GPIOf0000000_we = mem_w;
			Peripheral_in = Cpu_data2bus;
			Cpu_data4bus = {counter0_out,counter1_out,counter2_out,9'h00,led_out,BTN,SW};
			GPIOf0000000_rd = ~mem_w;
		end
	end
	4'hd:
	begin
		Cpu_data4bus = {16'h0000, xkey};
		keyboard_rd = ~mem_w;
	end
	4'hc:
	begin
		GPIOc0000000_we = mem_w;
		Peripheral_in = Cpu_data2bus;
	end
	4'hb:
	begin
		graph = Cpu_data2bus[0];
	end
	default:
	begin
		;
	end
	endcase
	casex({data_ram_rd,GPIOe0000000_rd,counter_rd,GPIOf0000000_rd, keyboard_rd})
		5'b1xxxx:Cpu_data4bus = ram_data_out;  
		5'bx1xxx:Cpu_data4bus = counter_out;   
		5'bxx1xx:Cpu_data4bus = counter_out;   
		5'bxxx1x:Cpu_data4bus = {counter0_out,counter1_out,counter2_out,9'h00,led_out,BTN,SW};  
		5'bxxxx1:Cpu_data4bus = {16'h0000, xkey};
	endcase
end
endmodule

===== flow/config.mk =====
export PLATFORM = sky130hd
export DESIGN_NAME = MIO_BUS
export DESIGN_NICKNAME = MIO_BUS
export VERILOG_FILES = /design/flow/design.v
export SDC_FILE = /design/flow/constraint.sdc
export NUM_CORES = 4
export LEC_CHECK = 1
export CORE_AREA = 10 10 155 155
export DIE_AREA = 0 0 165 165

==> Slide: Implementation Results <==
Flow Results at a Glance

Detailed routing
  • Ant. Diodes: 0
  • WL/cell: 16.9 um
  • DRC violations left: 0
  • Via/cell ratio: 3.80
  • DRT Wirelength: 14600 um
  • DR vias: 3281
  • DRT Pass-1 Iters: 5
  • Initial drt markers: 158
  • Routed Antenna Nets: 0

Global routing
  • First-pass GRT wire length: 20700 um
  • Initial antenna violation count: 0
  • Vias in the first global route: 3508
  • Largest net degree at the start of global routing: 68
  • Grt total ovfl: 0
  • Total track usage: 10.1%

Finish
  • Share of cells above drive strength 1: 7.41%
  • Area grow syn2layout: 97.6%
  • Layout Cells excl Fill: 864

Placed design
  • DP HPWL: 11200 um
  • Routability Congestion: 0.762
  • PortBufs: about 270
  • Inst Count DP: roughly 830

Clocking
  • PostCTS Resize Cnt: 0
  • Clock H-tree levels: 4
  • Setup Buffers After CTS: 0
  • Clock-pin slew on the worst setup and hold paths: 0.06 ns
  • CTS hold repair buffers: 0
  • CTS sink count: 115
  • Max clock buf depth: 2
  • Clock Tree Root: clkbuf_16
  • CTS Buf Count: 17
  • CTS tree: done

Final timing
  • Worst Tran Pin Value: 0.684 ns
  • FMAX: 0.297 GHz
  • Minimum clock period: 3.37 ns
  • Headroom to the max-slew limit: approximately 54%
  • Final setup viols: 0
  • Post-layout period usage: approximately 43%
  • Max-slew violations: 0
  • Setup tns final: 0 ns
  • Final hold viol count: 0
  • Final hold slack: ~1.7 ns
  • RSZ-0062 raised after global routing: false

Floorplanning
  • Ports: 301
  • Die area: approximately 27000 um2
  • Core outline area: 20400 um2
  • Die width: 165 um
  • # rows: about 52
  • Fp util: 17.6%
  • Die Y: 165 um

Worst setup path
  • Critical Path Start Type: input pin
  • Kind of critical path: in -> reg
  • Critical Path End Type: register
  • CP max-delay cell: clkdlybuf4s50_1
  • Max FO, Critical Path: 67
  • Crit-path cells: clkdlybuf4s50_1 > nor4_4 > buf_4 > nor2b_1 > a22oi_1 > o21ai_0
  • CP Data Required Time: 8.13 ns
  • Crit path arrival time: roughly 3.7 ns
  • Largest stage delay on the critical path: 0.61 ns

Synthesis
  • Synth Register Bits: 115
  • Post-synth EDFFs: 1
  • Mean Syn Cell Area: 11.7 um2
  • Yosys stat cell total: between 300 and 400
  • Cell Area, Synth: 3590 um2
  • Cell Type Count: 31
  • Post-synthesis sequential area ratio: 64.4%
  • Dominant flop cell: dfxtp_1
  • Ys async rst share: 0%
  • Number of cells produced by synthesis: 308
  • YS chip area: roughly 3600 um2
  • YS warnings: 1

Power and ir drop
  • Pwr/cell area: ~210 nW/um2
  • Leak: 2.70 nW
  • Worst vdd ir: 105 uV

Worst hold path
  • Min-delay worst type: in -> reg
  • Worst hold stages: 3

Status
  • Status: completed

Run
  • Max-Cap Viols: 0
  • Tool warning count: 57
==> stage by stage <==
stage          setup slack, ns  cell area (um2)  utilization [%]  power (mW)
2_1_floorplan             5.20             3590                -       0.648
3_3_place_gp              3.98             6540             32.0       0.778
3_5_place_dp              4.01             6540             32.0       0.779
4_1_cts                   4.45             7090             34.7        1.52
5_1_grt                   4.28             7090             34.7        1.56
6_report                  4.43             7090             34.7        1.49
==> Yosys cell counts, types with 2 or more instances <==
cell,count,area (um2)
buf_2,9,45.0
buf_4,3,22.5
a22oi_1,27,203
dfxtp_1,114,2280
clkbuf_2,2,10.0
and2_1,79,494
nor3_1,2,10.0
a22o_1,13,114
o21ai_1,3,15.0
inv_1,6,22.5
clkbuf_1,3,11.3
buf_6,2,22.5
a222oi_1,9,90.1
o21ai_0,10,50.1
nand2_1,10,37.5
==> flip-flops by register name (all words and copies together) (netlist names) <==
register,cells
GPIOf0000000_we,1
ram_addr,13
Peripheral_in,32
ram_data_in,32
counter_we,1
GPIOc0000000_we,1
graph,1
Cpu_data4bus,32
GPIOe0000000_we,1
data_ram_we,1
==> placed cells by master (no fill, tap or decap), types with 2 or more instances in the layout <==
master           Yosys  layout
inv_6                0       2
clkinvlp_4           0       4
nor3_1               2       2
and2_1              79      79
inv_1                6       6
buf_4                3       6
nand2_1             10      10
dfxtp_1            114     114
o21ai_1              3       3
clkdlybuf4s50_1      0     268
a22o_1              13      13
o21ai_0             10      10
clkinv_2             0       5
a222oi_1             9       9
a22oi_1             27      27
clkbuf_16            0      17
==> worst max-delay path, delay by kind of cell <==
kind                   cells  cell delay (ns)
AOI/OAI and AO/OA          2             0.20
buffers and inverters      2             1.18
and+or+nand+nor            2             0.68
==> report_power, final <==
part / switching (mW) / internal, mW
sequential: 0.00443 / 0.608
clock: 0.279 / 0.443
combinational: 0.0408 / 0.111
==> logic make-up (layout without fill, tap and decap cells) <==
logic type | after synthesis | after routing | share of synthesized area [%]
flip-flops | 115 | 115 | 64.4
AND-OR/OR-AND | 64 | 64 | 13.7
AND/OR/NAND/NOR | 103 | 103 | 18.1
buffers and inverters | 26 | 312 | 3.84
==> worst paths after layout <==
path	from	end
max	addr_bus[28]	Cpu_data4bus[9]
min	ram_data_out[19]	Cpu_data4bus[19]
==> per-layer routing <==
metal / global-route usage [%] / part of all wire [%]
met3: 5.33 / 14
met1: 11.8 / 39
met2: 16.6 / 46
met4: 1.09 / 1.1
met5: 0 / 0
==> layout make-up <==
class / count / area (um2)
clock inverters: 13 / 109
clock buffers: 18 / 439
fillers: 2089 / 13300
multi-input cells: 167 / 1140
repair buffers: 274 / 2730
inverters: 7 / 26.3
flip-flops and latches: 115 / 2310
well taps: 270 / 338
Power figures rest on the tool's default switching activity, not on a simulated workload.
