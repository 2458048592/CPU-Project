==> flow/design.v <==
`timescale 1ns / 1ps
module ADC32 (
	input [31:0] A,
	input [31:0] B,
	input C0,
	output [32:0] S );
	assign S = A + {C0, B} + C0;
endmodule
`timescale 1ns / 1ps
module ALU (
	input [2:0] ALU_operation,
	input [31:0] A,
	input [31:0] B,
	output overflow,
	output zero,
	output [31:0] res );
	wire or_all_bits;
	wire [32:0] S;
	wire [31:0] outand;
	wire [31:0] outor;
	wire [31:0] outxor;
	wire [31:0] outnor;
	wire [31:0] outsrl;
	wire [31:0] addnumber;
	wire [31:0] mask;
	wire [31:0] res_DUMMY;
	assign res[31:0] = res_DUMMY[31:0];
	assign zero = ~or_all_bits;
	and32 O1 (.A(A[31:0]), .B(B[31:0]), .res(outand[31:0]));	
	or32  O2 (.A(A[31:0]), .B(B[31:0]), .res(outor[31:0]));
	ADC32 O3 (.A(A[31:0]), .B(addnumber[31:0]), .C0(ALU_operation[2]), .S(S[32:0]));
	xor32 O4 (.A(A[31:0]), .B(B[31:0]), .res(outxor[31:0]));
	nor32 O5 (.A(A[31:0]), .B(B[31:0]), .res(outnor[31:0]));
	srl32 O6 (.A(A[31:0]), .B(B[31:0]), .res(outsrl[31:0]));
	xor32 O7 (.A(mask[31:0]), .B(B[31:0]), .res(addnumber[31:0]));
	mux8to1_32 muxout (
		.sel(ALU_operation[2:0]),
		.x0(outand[31:0]),
		.x1(outor[31:0]),
		.x2(S[31:0]),
		.x3(outxor[31:0]),
		.x4(outnor[31:0]),
		.x5(outsrl[31:0]),
		.x6(S[31:0]),
		.x7({31'b0, S[32]}),
		.o(res_DUMMY[31:0])
	);
	or_bit_32 Or_bit (.A(res_DUMMY[31:0]), .o(or_all_bits));
	SignalExt_32 sign (.S(ALU_operation[2]), .So(mask[31:0]));
endmodule
`timescale 1ns / 1ps
module Ext_32 (
	input [15:0] imm_16,
	output [31:0] Imm_32 );
	assign Imm_32 = {{16{imm_16[15]}}, imm_16};
endmodule
`timescale 1ns / 1ps
module REG32 (
	input clk,
	input CE,
	input [31:0] D,
	output [31:0] Q );
	reg [31:0] register;
	assign Q = register;
	initial begin
		register <= 0;
	end
	always @(posedge clk) begin
		if(CE == 1) register <= D;
	end
endmodule
`timescale 1ns / 1ps
module REG32_with_rst (
	input clk,
	input rst,
	input CE,
	input [31:0] D,
	output [31:0] Q );
	reg [31:0] register;
	assign Q = register;
	initial begin
		register <= 0;
	end
	always @(posedge clk, posedge rst) begin
		if(rst == 1) register <= 0;
		else if(CE == 1) register <= D;
	end
endmodule
`timescale 1ns / 1ps
module SignalExt_32 (
	input S,
	output [31:0] So );
	assign So = {32{S}};
endmodule
`timescale 1ns / 1ps
module and32 (
	input [31:0] A,
	input [31:0] B,
	output [31:0] res );
	assign res = A & B;
endmodule
`timescale 1ns / 1ps
module ctrl (
	input clk,
	input reset,
	input zero,
	input overflow,
	input MIO_ready,
	input [31:0] Inst_in,
	output [4:0] state_out,
	output reg MemRead,
	output reg MemWrite,
	output reg CPU_MIO,
	output reg IorD,
	output reg IRWrite,
	output reg RegWrite,
	output reg ALUSrcA,
	output reg PCWrite,
	output reg PCWriteCond,
	output reg Branch,
	output reg [1:0] RegDst,
	output reg [1:0] MemtoReg,
	output reg [1:0] ALUSrcB,
	output reg [1:0] PCSource,
	output reg [2:0] ALU_operation );
	parameter
		IF     = 5'b00000,
		ID     = 5'b00001,
		EX_R   = 5'b00010,
		EX_MEM = 5'b00011,
		EX_I   = 5'b00100,
		WB_LUI = 5'b00101,
		EX_BEQ = 5'b00110,
		EX_BNE = 5'b00111,
		EX_JR  = 5'b01000,
		EX_JAL = 5'b01001,
		EX_J   = 5'b01010,
		MEM_RD = 5'b01011,
		MEM_WD = 5'b01100,
		WB_R   = 5'b01101,
		WB_I   = 5'b01110,
		WB_LW  = 5'b01111,
		ERROR  = 5'b11111
	;
	parameter
		AND  = 3'b000,
		OR   = 3'b001,
		ADD  = 3'b010,
		XOR  = 3'b011,
		NOR  = 3'b100,
		SRL  = 3'b101,
		SUB  = 3'b110,
		SLTU = 3'b111
	;
	reg [4:0] state;
	assign state_out = state;
	assign mem_w = MemWrite && (~MemRead);
	initial begin
		{ 
		PCWrite,                
		PCWriteCond,            
		IorD,                   
		MemRead,                
		MemWrite,               
		IRWrite,                
		MemtoReg,               
		PCSource,               
		ALUSrcB,                
		ALUSrcA,                
		RegWrite,               
		RegDst,                 
		CPU_MIO                 
	} <= 17'h12821;
		ALU_operation <= ADD;
		state <= IF;
	end
	always @ (posedge clk or posedge reset) begin
		if (reset == 1) begin
			{ 
		PCWrite,                
		PCWriteCond,            
		IorD,                   
		MemRead,                
		MemWrite,               
		IRWrite,                
		MemtoReg,               
		PCSource,               
		ALUSrcB,                
		ALUSrcA,                
		RegWrite,               
		RegDst,                 
		CPU_MIO                 
	} <= 17'h12821;
			ALU_operation <= ADD;
			state <= IF;
		end
		else case (state)
			IF: begin 
				if(MIO_ready) begin
					{ 
		PCWrite,                
		PCWriteCond,            
		IorD,                   
		MemRead,                
		MemWrite,               
		IRWrite,                
		MemtoReg,               
		PCSource,               
		ALUSrcB,                
		ALUSrcA,                
		RegWrite,               
		RegDst,                 
		CPU_MIO                 
	} <= 17'h00060;
					state <= ID;
					ALU_operation <= ADD;
				end
				else begin
					{ 
		PCWrite,                
		PCWriteCond,            
		IorD,                   
		MemRead,                
		MemWrite,               
		IRWrite,                
		MemtoReg,               
		PCSource,               
		ALUSrcB,                
		ALUSrcA,                
		RegWrite,               
		RegDst,                 
		CPU_MIO                 
	} <= 17'h12821;
					state <= IF;
					ALU_operation <= ADD;
				end
			end
			ID: begin
				case (Inst_in[31:26])
					6'h00: begin
						if(Inst_in[5:0] == 6'h08) begin
							{ 
		PCWrite,                
		PCWriteCond,            
		IorD,                   
		MemRead,                
		MemWrite,               
		IRWrite,                
		MemtoReg,               
		PCSource,               
		ALUSrcB,                
		ALUSrcA,                
		RegWrite,               
		RegDst,                 
		CPU_MIO                 
	} <= 17'h10010;
							state <= EX_JR;
							ALU_operation <= ADD;
						end else begin
							{ 
		PCWrite,                
		PCWriteCond,            
		IorD,                   
		MemRead,                
		MemWrite,               
		IRWrite,                
		MemtoReg,               
		PCSource,               
		ALUSrcB,                
		ALUSrcA,                
		RegWrite,               
		RegDst,                 
		CPU_MIO                 
	} <= 17'h00010;
							state <= EX_R;
							case (Inst_in[5:0])
								6'h02: ALU_operation <= SRL;
								6'h20: ALU_operation <= ADD;
								6'h22: ALU_operation <= SUB;
								6'h24: ALU_operation <= AND;
								6'h25: ALU_operation <= OR;
								6'h26: ALU_operation <= XOR;
								6'h27: ALU_operation <= NOR;
								6'h2B: ALU_operation <= SLTU;
								default: ALU_operation <= ADD;
							endcase
						end
					end
					6'h23: begin
						{ 
		PCWrite,                
		PCWriteCond,            
		IorD,                   
		MemRead,                
		MemWrite,               
		IRWrite,                
		MemtoReg,               
		PCSource,               
		ALUSrcB,                
		ALUSrcA,                
		RegWrite,               
		RegDst,                 
		CPU_MIO                 
	} <= 17'h00050;
						state <= EX_MEM;
						ALU_operation <= ADD;
					end
					6'h2B: begin
						{ 
		PCWrite,                
		PCWriteCond,            
		IorD,                   
		MemRead,                
		MemWrite,               
		IRWrite,                
		MemtoReg,               
		PCSource,               
		ALUSrcB,                
		ALUSrcA,                
		RegWrite,               
		RegDst,                 
		CPU_MIO                 
	} <= 17'h00050;
						state <= EX_MEM;
						ALU_operation <= ADD;
					end
					6'h04: begin
						{ 
		PCWrite,                
		PCWriteCond,            
		IorD,                   
		MemRead,                
		MemWrite,               
		IRWrite,                
		MemtoReg,               
		PCSource,               
		ALUSrcB,                
		ALUSrcA,                
		RegWrite,               
		RegDst,                 
		CPU_MIO                 
	} <= 17'h08090;
						state <= EX_BEQ;
						ALU_operation <= SUB;
						Branch <= 1;
					end
					6'h05: begin
						{ 
		PCWrite,                
		PCWriteCond,            
		IorD,                   
		MemRead,                
		MemWrite,               
		IRWrite,                
		MemtoReg,               
		PCSource,               
		ALUSrcB,                
		ALUSrcA,                
		RegWrite,               
		RegDst,                 
		CPU_MIO                 
	} <= 17'h08090;
						state <= EX_BNE;
						ALU_operation <= SUB;
						Branch <= 0;
					end
					6'h08: begin
						{ 
		PCWrite,                
		PCWriteCond,            
		IorD,                   
		MemRead,                
		MemWrite,               
		IRWrite,                
		MemtoReg,               
		PCSource,               
		ALUSrcB,                
		ALUSrcA,                
		RegWrite,               
		RegDst,                 
		CPU_MIO                 
	} <= 17'h00050;
						state <= EX_I;
						ALU_operation <= ADD;
					end
					6'h0C: begin
						{ 
		PCWrite,                
		PCWriteCond,            
		IorD,                   
		MemRead,                
		MemWrite,               
		IRWrite,                
		MemtoReg,               
		PCSource,               
		ALUSrcB,                
		ALUSrcA,                
		RegWrite,               
		RegDst,                 
		CPU_MIO                 
	} <= 17'h00050;
						state <= EX_I;
						ALU_operation <= AND;
					end
					6'h0D: begin
						{ 
		PCWrite,                
		PCWriteCond,            
		IorD,                   
		MemRead,                
		MemWrite,               
		IRWrite,                
		MemtoReg,               
		PCSource,               
		ALUSrcB,                
		ALUSrcA,                
		RegWrite,               
		RegDst,                 
		CPU_MIO                 
	} <= 17'h00050;
						state <= EX_I;
						ALU_operation <= OR;
					end
					6'h0E: begin
						{ 
		PCWrite,                
		PCWriteCond,            
		IorD,                   
		MemRead,                
		MemWrite,               
		IRWrite,                
		MemtoReg,               
		PCSource,               
		ALUSrcB,                
		ALUSrcA,                
		RegWrite,               
		RegDst,                 
		CPU_MIO                 
	} <= 17'h00050;
						state <= EX_I;
						ALU_operation <= XOR;
					end
					6'h0B: begin
						{ 
		PCWrite,                
		PCWriteCond,            
		IorD,                   
		MemRead,                
		MemWrite,               
		IRWrite,                
		MemtoReg,               
		PCSource,               
		ALUSrcB,                
		ALUSrcA,                
		RegWrite,               
		RegDst,                 
		CPU_MIO                 
	} <= 17'h00050;
						state <= EX_I;
						ALU_operation <= SLTU;
					end
					6'h0F:  begin
						{ 
		PCWrite,                
		PCWriteCond,            
		IorD,                   
		MemRead,                
		MemWrite,               
		IRWrite,                
		MemtoReg,               
		PCSource,               
		ALUSrcB,                
		ALUSrcA,                
		RegWrite,               
		RegDst,                 
		CPU_MIO                 
	} <= 17'h00468;
						state <= WB_LUI;
						ALU_operation <= ADD;
					end
					6'h02: begin
						{ 
		PCWrite,                
		PCWriteCond,            
		IorD,                   
		MemRead,                
		MemWrite,               
		IRWrite,                
		MemtoReg,               
		PCSource,               
		ALUSrcB,                
		ALUSrcA,                
		RegWrite,               
		RegDst,                 
		CPU_MIO                 
	} <= 17'h10160;
						state <= EX_J;
						ALU_operation <= ADD;
					end
					6'h03: begin
						{ 
		PCWrite,                
		PCWriteCond,            
		IorD,                   
		MemRead,                
		MemWrite,               
		IRWrite,                
		MemtoReg,               
		PCSource,               
		ALUSrcB,                
		ALUSrcA,                
		RegWrite,               
		RegDst,                 
		CPU_MIO                 
	} <= 17'h1076C;
						state <= EX_JAL;
						ALU_operation <= ADD;
					end
				endcase
			end
			EX_MEM: begin
				case (Inst_in[31:26])
					6'h23: begin
						{ 
		PCWrite,                
		PCWriteCond,            
		IorD,                   
		MemRead,                
		MemWrite,               
		IRWrite,                
		MemtoReg,               
		PCSource,               
		ALUSrcB,                
		ALUSrcA,                
		RegWrite,               
		RegDst,                 
		CPU_MIO                 
	} <= 17'h06051;
						state <= MEM_RD;
						ALU_operation <= ADD;
					end
					6'h2B: begin
						{ 
		PCWrite,                
		PCWriteCond,            
		IorD,                   
		MemRead,                
		MemWrite,               
		IRWrite,                
		MemtoReg,               
		PCSource,               
		ALUSrcB,                
		ALUSrcA,                
		RegWrite,               
		RegDst,                 
		CPU_MIO                 
	} <= 17'h05051;
						state <= MEM_WD;
						ALU_operation <= ADD;
					end
				endcase
			end
			EX_R: begin
				{ 
		PCWrite,                
		PCWriteCond,            
		IorD,                   
		MemRead,                
		MemWrite,               
		IRWrite,                
		MemtoReg,               
		PCSource,               
		ALUSrcB,                
		ALUSrcA,                
		RegWrite,               
		RegDst,                 
		CPU_MIO                 
	} <= 17'h0001A;
				state <= WB_R;
				ALU_operation <= ADD;
			end
			EX_I: begin
				{ 
		PCWrite,                
		PCWriteCond,            
		IorD,                   
		MemRead,                
		MemWrite,               
		IRWrite,                
		MemtoReg,               
		PCSource,               
		ALUSrcB,                
		ALUSrcA,                
		RegWrite,               
		RegDst,                 
		CPU_MIO                 
	} <= 17'h00058;
				state <= WB_I;
				ALU_operation <= ADD;
			end
			WB_LUI: begin
				{ 
		PCWrite,                
		PCWriteCond,            
		IorD,                   
		MemRead,                
		MemWrite,               
		IRWrite,                
		MemtoReg,               
		PCSource,               
		ALUSrcB,                
		ALUSrcA,                
		RegWrite,               
		RegDst,                 
		CPU_MIO                 
	} <= 17'h12821;
				state <= IF;
				ALU_operation <= ADD;
			end
			EX_BEQ: begin
				{ 
		PCWrite,                
		PCWriteCond,            
		IorD,                   
		MemRead,                
		MemWrite,               
		IRWrite,                
		MemtoReg,               
		PCSource,               
		ALUSrcB,                
		ALUSrcA,                
		RegWrite,               
		RegDst,                 
		CPU_MIO                 
	} <= 17'h12821;
				state <= IF;
				ALU_operation <= ADD;
			end
			EX_BNE: begin
				{ 
		PCWrite,                
		PCWriteCond,            
		IorD,                   
		MemRead,                
		MemWrite,               
		IRWrite,                
		MemtoReg,               
		PCSource,               
		ALUSrcB,                
		ALUSrcA,                
		RegWrite,               
		RegDst,                 
		CPU_MIO                 
	} <= 17'h12821;
				state <= IF;
				ALU_operation <= ADD;
			end
			EX_JR: begin
				{ 
		PCWrite,                
		PCWriteCond,            
		IorD,                   
		MemRead,                
		MemWrite,               
		IRWrite,                
		MemtoReg,               
		PCSource,               
		ALUSrcB,                
		ALUSrcA,                
		RegWrite,               
		RegDst,                 
		CPU_MIO                 
	} <= 17'h12821;
				state <= IF;
				ALU_operation <= ADD;
			end
			EX_JAL: begin
				{ 
		PCWrite,                
		PCWriteCond,            
		IorD,                   
		MemRead,                
		MemWrite,               
		IRWrite,                
		MemtoReg,               
		PCSource,               
		ALUSrcB,                
		ALUSrcA,                
		RegWrite,               
		RegDst,                 
		CPU_MIO                 
	} <= 17'h12821;
				state <= IF;
				ALU_operation <= ADD;
			end
			EX_J: begin
				{ 
		PCWrite,                
		PCWriteCond,            
		IorD,                   
		MemRead,                
		MemWrite,               
		IRWrite,                
		MemtoReg,               
		PCSource,               
		ALUSrcB,                
		ALUSrcA,                
		RegWrite,               
		RegDst,                 
		CPU_MIO                 
	} <= 17'h12821;
				state <= IF;
				ALU_operation <= ADD;
			end
			MEM_RD: begin
				if(MIO_ready) begin
					{ 
		PCWrite,                
		PCWriteCond,            
		IorD,                   
		MemRead,                
		MemWrite,               
		IRWrite,                
		MemtoReg,               
		PCSource,               
		ALUSrcB,                
		ALUSrcA,                
		RegWrite,               
		RegDst,                 
		CPU_MIO                 
	} <= 17'h00208;
					state <= WB_LW;
					ALU_operation <= ADD;
				end
				else begin
					{ 
		PCWrite,                
		PCWriteCond,            
		IorD,                   
		MemRead,                
		MemWrite,               
		IRWrite,                
		MemtoReg,               
		PCSource,               
		ALUSrcB,                
		ALUSrcA,                
		RegWrite,               
		RegDst,                 
		CPU_MIO                 
	} <= 17'h06051;
					state <= MEM_RD;
					ALU_operation <= ADD;
				end
			end
			MEM_WD: begin
				if(MIO_ready) begin
					{ 
		PCWrite,                
		PCWriteCond,            
		IorD,                   
		MemRead,                
		MemWrite,               
		IRWrite,                
		MemtoReg,               
		PCSource,               
		ALUSrcB,                
		ALUSrcA,                
		RegWrite,               
		RegDst,                 
		CPU_MIO                 
	} <= 17'h12821;
					state <= IF;
					ALU_operation <= ADD;
				end
				else begin
					{ 
		PCWrite,                
		PCWriteCond,            
		IorD,                   
		MemRead,                
		MemWrite,               
		IRWrite,                
		MemtoReg,               
		PCSource,               
		ALUSrcB,                
		ALUSrcA,                
		RegWrite,               
		RegDst,                 
		CPU_MIO                 
	} <= 17'h05051;
					state <= MEM_WD;
					ALU_operation <= ADD;
				end
			end
			WB_R: begin
				{ 
		PCWrite,                
		PCWriteCond,            
		IorD,                   
		MemRead,                
		MemWrite,               
		IRWrite,                
		MemtoReg,               
		PCSource,               
		ALUSrcB,                
		ALUSrcA,                
		RegWrite,               
		RegDst,                 
		CPU_MIO                 
	} <= 17'h12821;
				state <= IF;
				ALU_operation <= ADD;
			end
			WB_I: begin
				{ 
		PCWrite,                
		PCWriteCond,            
		IorD,                   
		MemRead,                
		MemWrite,               
		IRWrite,                
		MemtoReg,               
		PCSource,               
		ALUSrcB,                
		ALUSrcA,                
		RegWrite,               
		RegDst,                 
		CPU_MIO                 
	} <= 17'h12821;
				state <= IF;
				ALU_operation <= ADD;
			end
			WB_LW: begin
				{ 
		PCWrite,                
		PCWriteCond,            
		IorD,                   
		MemRead,                
		MemWrite,               
		IRWrite,                
		MemtoReg,               
		PCSource,               
		ALUSrcB,                
		ALUSrcA,                
		RegWrite,               
		RegDst,                 
		CPU_MIO                 
	} <= 17'h12821;
				state <= IF;
				ALU_operation <= ADD;
			end
		endcase
	end
endmodule
`timescale 1ns / 1ps
module M_datapath (
	input clk,
	input reset,
	input IorD,
	input ALUSrcA,
	input RegWrite,
	input IRWrite,
	input MIO_ready,
	input PCWrite,
	input PCWriteCond,
	input Branch,
	input [1:0] PCSource,
	input [1:0] RegDst,
	input [1:0] MemtoReg,
	input [1:0] ALUSrcB,
	input [2:0] ALU_operation,
	input [31:0] data2CPU,
	output zero,
	output overflow,
	output [31:0] PC_Current,
	output [31:0] M_addr,
	output [31:0] data_out,
	output [31:0] Inst );
	wire [4:0] Wt_addr;
	wire [31:0] A;
	wire [31:0] B;
	wire [31:0] res;
	wire [31:0] Wt_data;
	wire [31:0] rdata_A;
	wire [31:0] rdata_B;
	wire [31:0] MDR_data;
	wire [31:0] PC_in;
	wire [31:0] ALU_Out;
	wire [31:0] Imm_32;
	assign data_out = rdata_B;
	assign PC_CE = MIO_ready & (PCWrite | (PCWriteCond & (~(zero ^ Branch))));
	ALU U1 (.A(A), .B(B), .ALU_operation(ALU_operation), .zero(zero), .res(res), .overflow(overflow));
	Regs U2 (
		.clk(clk), .rst(reset), .L_S(RegWrite), .R_addr_A(Inst[25:21]), .R_addr_B(Inst[20:16]),
		.Wt_addr(Wt_addr), .Wt_data(Wt_data), .rdata_A(rdata_A), .rdata_B(rdata_B)
	);
	REG32_with_rst PC (.clk(clk), .rst(rst), .CE(PC_CE), .D(PC_in), .Q(PC_Current));
	REG32
		IR (.clk(clk), .CE(IRWrite), .D(data2CPU), .Q(Inst)),
		MDR (.clk(clk), .CE(1), .D(data2CPU), .Q(MDR_data)),
		ALUout (.clk(clk), .CE(1), .D(res), .Q(ALU_Out))
	;
	mux4to1_5 MUX1 (.a(Inst[20:16]), .b(Inst[15:11]), .c(5'b11111), .d(5'bx), .sel(RegDst), .o(Wt_addr));
	mux2to1_32 
		MUX4 (.a(rdata_A), .b(PC_Current), .o(A), .sel(ALUSrcA)),
		MUX5 (.a(ALU_Out), .b(PC_Current), .o(M_addr), .sel(IorD))
	;
	mux4to1_32
		MUX2 (.a(ALU_Out), .b(MDR_data), .c({Inst[15:0], {16{1'b0}}}), .d(PC_Current), .sel(MemtoReg), .o(Wt_data)),
		MUX3 (.a(rdata_B), .b(4), .c(Imm_32), .d({Imm_32[29:0], 2'b00}), .sel(ALUSrcB), .o(B)),
		MUX6 (.a(res), .b(ALU_Out), .c({PC_Current[31:28], Inst[25:0], 2'b00}), .d(ALU_Out), .sel(PCSource), .o(PC_in))
	;
	Ext_32 Ext_32 (.imm_16(Inst[15:0]), .Imm_32(Imm_32));
endmodule
`timescale 1ns / 1ps
module Muliti_CPU (
	input clk,
	input reset,
	input MIO_ready,
	input INT,
	input [31:0] Data_in,
	output mem_w,
	output CPU_MIO,
	output [4:0] state,
	output [31:0] PC_out,
	output [31:0] inst_out,
	output [31:0] Addr_out,
	output [31:0] Data_out );
	wire overflow;
	wire zero;
	wire MemRead;
	wire MemWrite;
	wire IorD;
	wire IRWrite;
	wire RegWrite;
	wire ALUSrcA;
	wire PCWrite;
	wire PCWriteCond;
	wire Branch;
	wire [1:0] RegDst;
	wire [1:0] MemtoReg;
	wire [1:0] ALUSrcB;
	wire [1:0] PCSource;
	wire [2:0] ALU_operation;
	assign mem_w = MemWrite && (~MemRead);
	ctrl m_ctrl (
		.clk(clk),
		.reset(reset),
		.Inst_in(inst_out),
		.MIO_ready(MIO_ready),
		.overflow(overflow),
		.zero(zero),
		.MemRead(MemRead),
		.MemWrite(MemWrite),
		.CPU_MIO(CPU_MIO),
		.IorD(IorD),
		.IRWrite(IRWrite),
		.RegWrite(RegWrite),
		.ALUSrcA(ALUSrcA),
		.PCWrite(PCWrite),
		.PCWriteCond(PCWriteCond),
		.Branch(Branch),
		.RegDst(RegDst),
		.MemtoReg(MemtoReg),
		.ALUSrcB(ALUSrcB),
		.PCSource(PCSource),
		.ALU_operation(ALU_operation),
		.state_out(state_out)
	);
	M_datapath m_datapath (
		.clk(clk),
		.reset(reset),
		.MIO_ready(MIO_ready),
		.IorD(IorD),
		.IRWrite(IRWrite),
		.RegWrite(RegWrite),
		.ALUSrcA(ALUSrcA),
		.PCWrite(PCWrite),
		.PCWriteCond(PCWriteCond),
		.Branch(Branch),
		.RegDst(RegDst),
		.MemtoReg(MemtoReg),
		.ALUSrcB(ALUSrcB),
		.PCSource(PCSource),
		.ALU_operation(ALU_operation),
		.data2CPU(Data_in),
		.PC_Current(PC_out),
		.Inst(inst_out),
		.data_out(Data_out),
		.M_addr(Addr_out),
		.zero(zero),
		.overflow(overflow)
	);
endmodule
`timescale 1ns / 1ps
module mux2to1_32 (
	input [31:0] a,
	input [31:0] b,
	input sel,
	output [31:0] o );
	assign o = sel ? a : b;
endmodule
`timescale 1ns / 1ps
module mux4to1_32 (
	input [1:0] sel,
	input [31:0] a,
	input [31:0] b,
	input [31:0] c,
	input [31:0] d,
	output reg[31:0] o );
	always @* begin
		case(sel)
			2'b00: o = a;
			2'b01: o = b;
			2'b10: o = c;
			2'b11: o = d;
		endcase
	end
endmodule
`timescale 1ns / 1ps
module mux4to1_5 (
	input [1:0] sel,
	input [4:0] a,
	input [4:0] b,
	input [4:0] c,
	input [4:0] d,
	output reg [4:0] o );
	always @* begin
		case(sel)
			2'b00: o = a;
			2'b01: o = b;
			2'b10: o = c;
			2'b11: o = d;
		endcase
	end
endmodule
`timescale 1ns / 1ps
module mux8to1_32(
	input [31:0] x0,
	input [31:0] x1,
	input [31:0] x2,
	input [31:0] x3,
	input [31:0] x4,
	input [31:0] x5,
	input [31:0] x6,
	input [31:0] x7,
	input [2:0] sel,
	output reg[31:0] o );
	always @* begin
		case(sel)
			3'b000: o = x0;
			3'b001: o = x1;
			3'b010: o = x2;
			3'b011: o = x3;
			3'b100: o = x4;
			3'b101: o = x5;
			3'b110: o = x6;
			3'b111: o = x7;
		endcase
	end
endmodule
`timescale 1ns / 1ps
module nor32 (
	input [31:0] A,
	input [31:0] B,
	output [31:0] res );
	assign res = ~ (A | B);
endmodule
`timescale 1ns / 1ps
module or32 (
	input [31:0] A,
	input [31:0] B,
	output [31:0] res );
	assign res = A | B;
endmodule
`timescale 1ns / 1ps
module or_bit_32 (
	input [31:0] A,
	output o );
	assign o = | A;
endmodule
`timescale 1ns / 1ps
module Regs (
	input clk, rst, L_S,
	input [4:0] R_addr_A, R_addr_B, Wt_addr,
	input [31:0] Wt_data,
	output [31:0] rdata_A, rdata_B );
	reg [31:0] register [1:31];
	integer i;
	assign rdata_A = (R_addr_A == 0)? 0: register[R_addr_A];
	assign rdata_B = (R_addr_B == 0)? 0: register[R_addr_B];
	always @(posedge clk, posedge rst) begin
		if(rst == 1) for(i = 1; i < 32; i = i + 1) register[i] <= 0;
		else if(Wt_addr != 0 && L_S == 1) register[Wt_addr] <= Wt_data;
	end
endmodule
`timescale 1ns / 1ps
module srl32 (
	input [31:0] A,
	input [31:0] B,
	output [31:0] res );
	assign res = B >> 1;
endmodule
`timescale 1ns / 1ps
module xor32 (
	input [31:0] A,
	input [31:0] B,
	output [31:0] res );
	assign res = A ^ B;
endmodule
==> flow/run.sh <==
#!/bin/bash
# OpenROAD 26Q1-2900-gdf79404cd8, Yosys 0.63+post, stock flow scripts
make -C /OpenROAD-flow-scripts/flow DESIGN_CONFIG=/design/flow/config.mk WORK_HOME=/design/flow/orfs finish
==> flow/config.mk <==
export PLATFORM = sky130hd
export DESIGN_NAME = Muliti_CPU
export DESIGN_NICKNAME = Muliti_CPU
export VERILOG_FILES = /design/flow/design.v
export SDC_FILE = /design/flow/constraint.sdc
export NUM_CORES = 4
export LEC_CHECK = 1
export CORE_UTILIZATION = 30
==> flow/constraint.sdc <==
current_design Muliti_CPU

set clk_period 12.3
set clk_io_pct 0.2

create_clock -name clk0 -period $clk_period [get_ports {clk}]

set non_clock_inputs [all_inputs -no_clocks]
set_input_delay [expr $clk_period * $clk_io_pct] -clock clk0 $non_clock_inputs
set_output_delay [expr $clk_period * $clk_io_pct] -clock clk0 [all_outputs]
==> out/metrics.yaml <==
ys_top_cells_by_count: "1,240 x nand2_1, 1,145 x o21ai_0, 1,007 x dfrtp_1"
ys_seq_elements: 1108
worstSetupStartpointType: "flop"
syn_inst: 6488
warnings: 73
cts_htree_levels: 3
cts.sinks: 1108
slowest_delay_ns: 0.72
vias: 56417
cts_hold_buf: 0
ys.flop_type: "dfrtp_1"
gp_congestion: 1.04
wl_per_cell_um: 33.6
cts_buffers: 121
rows: 159
chipArea_um2: 192000
post_cts_resized: 0
netlist_area_um2: 56900
power_leakage_nw: 28.0
critPathMostFrequentCell: "buf_4"
critPathSlowestCell: "nor2_4"
drive_gt1_share_pct: 9.76
worst_slew_pin_slew_ns: 1.00
avgSynthCellArea_um2: 8.78
yosysWarnings: 21
skew_ns: 0.0461
drt_wl_total_um: 302000
peakVddDrop_v: 0.000131
grt_max_degree: 129
critPathBufInv: 4
cp-end-kind: "primary output"
path_class: "reg2out"
clock_path_buffers: 3
logic_area_um2: 27300
grt_pass1_wl_um: 421000
initCoreUtil_pct: 30.3
setup_viol: 0
worstSkewPairLatency_ns: 0.81
postSynthSeqShare_pct: 48.4
cp_max_fo: 24
postSynth.asyncResetShare_pct: 91.3
grt_util_all_layers_pct: 32.2
post-synth-top-count-cell: "nand2_1"
design.core.area_um2: 188000
area.growth.synth_to_final_pct: 15.6
cts_root_buf: "clkbuf_16"
crit_chain: "buf_4 -> buf_4 -> or3b_2 -> nor2_4 -> buf_4 -> a22oi_1 -> nand4_1 -> nor3_1 -> nor2_1 -> clkdlybuf4s50_1"
antenna_found_initial: 26
clkSlewWorstSetupHoldPaths_ns: 0.06
drt_first_pass_iters: 21
power_mw: 15.5
rsz0062_at_grt: "false"
maxCapViolCount: 0
cp_top_family: "simple AND/OR/NAND/NOR gates"
period_used_pct: 66.7
ant_nets: 0
cts_tree: "yes"
globalRouteOverflowTotal: 0
num_io_pins: 171
critical_path_required_ns: 9.84
synth_top_area_share_pct: 44.3
dieWidth_um: 438
drtIter0Drc: 7122
relSlewSlack_pct: 32.9
postLayoutCoreUtil_pct: 35.0
fillCellCount: 18956
cp.arrival_ns: 5.75
first_global_vias: 54216
min_period_ns: 8.21
topCellsByArea: "dfrtp_1 44%, o21ai_0 10%, a22oi_1 9.6%"
post-cts-setup-buffers: 0
drv_slew: 0
ys_types: 93
fmax_ghz: 0.122
yosysTopAreaCell: "dfrtp_1"
synth-edff-count: 32
viasPerCell: 6.26
power_density_nw_per_um2: 236
dp_hpwl_um: 182000
die_y_um: 438
yosysChipArea_um2: 56900
drc: 0
numPortBuffers: 132
finalHoldViolCount: 0
status: "complete, no violations"
regArea_um2: 27600
hold_class: "reg2reg"
yosys_cells: 6488
worst reg2reg max path: stages (launching register included):
cell and delay, ns:
edfxtp_1 0.32, buf_4 0.31, buf_4 0.51, or3b_2 0.67, nor2_4 0.72, buf_4 0.68
a22oi_1 0.19, nand4_1 0.15, nor3_1 0.08, nor2_1 0.71, a22oi_1 0.30, xnor2_1 0.22
ha_1 0.39, nand4_1 0.28, o21ai_0 0.71, nand3_1 0.16, o211ai_1 0.19, a31o_2 0.16
a31oi_1 0.12, a21bo_1 0.34, a2111o_1 0.42, mux2i_1 0.20, nand2_1 0.09
stage by stage:
stage	hold WS, ns	setup WS [ns]	cell area [um2]	TNS, ns	instances
finish	0.472	4.09	65800	0	9006
global route	0.487	4.14	65800	0	8991
CTS	0.478	4.42	65800	0	8988
detailed placement	0.462	4.67	61600	0	8760
global placement	0.456	4.61	61600	0	8760
floorplan	0.441	-4.10	57100	-4131.23	6524
per-layer routing:
metal | share of wire (%) | GRT usage [%] | wire [um]
met3 | 17 | 21.7 | 52700
met1 | 34 | 37.2 | 102000
met5 | 0.38 | 3.38 | 1150
met2 | 40 | 43.3 | 120000
met4 | 8.7 | 19.8 | 26200
cells in the final DEF, fill, tap and decap left out, types with 15 or more instances in the layout:
| master | Yosys | final |
|---|---|---|
| diode_2 | 0 | 18 |
| o21ai_0 | 1145 | 1145 |
| nand2_1 | 1240 | 1234 |
| a22oi_1 | 728 | 728 |
| and3_1 | 21 | 21 |
| nor2_4 | 0 | 59 |
| clkinv_2 | 0 | 25 |
| nand3b_1 | 16 | 16 |
| conb_1 | 1 | 37 |
| edfxtp_1 | 32 | 32 |
| a22o_1 | 51 | 51 |
| nor4_1 | 34 | 31 |
| clkbuf_1 | 544 | 20 |
| a221oi_1 | 60 | 60 |
| buf_4 | 37 | 239 |
| a21oi_2 | 2 | 20 |
| nor2b_1 | 24 | 23 |
| clkbuf_16 | 0 | 121 |
| a21o_1 | 50 | 50 |
| or2_2 | 27 | 23 |
| a222oi_1 | 43 | 43 |
| xnor2_1 | 46 | 46 |
| a31oi_1 | 15 | 15 |
| nand3_1 | 126 | 117 |
| mux2i_1 | 71 | 71 |
| dfrtp_1 | 1007 | 1004 |
| dfxtp_1 | 64 | 64 |
| clkbuf_8 | 0 | 36 |
| nor2_1 | 243 | 182 |
| clkdlybuf4s50_1 | 0 | 132 |
| ha_1 | 97 | 97 |
| inv_1 | 90 | 89 |
| and2_1 | 39 | 39 |
| mux2_2 | 21 | 21 |
| nand4_1 | 106 | 106 |
| a211oi_1 | 16 | 16 |
| nor3_1 | 62 | 62 |
| nand2b_1 | 17 | 17 |
| a21oi_1 | 184 | 166 |
area by class of cell:
type	count	area share (%)
multi-input cells	4693	41.5
well taps	2495	4.74
diodes	18	0.0684
flip-flops and latches	1108	41.9
clock buffers	177	5.47
repair buffers	374	4.82
clock inverters	51	0.986
inverters	90	0.519
cells by family after synthesis:
family | share of synthesized area, %
flops | 48.4
compound gates | 26.5
fa+ha+maj | 2.17
xor+xnor | 0.923
mux | 1.73
other cells | 0.00659
buf+inv | 5.06
simple gates | 15.2
where the power goes:
group / leakage, nW / internal, mW / switching, mW
sequential: 14.7 / 5.01 / 1.39
clock: 2.10 / 2.26 / 1.64
combinational: 11.1 / 1.61 / 3.62
total: 28.0 / 8.88 / 6.64
registers in the layout (all words and copies together), names as in the netlist, 2 cells and up:
signal and count:
m_ctrl.MemtoReg 2, m_datapath.ALUout.register 32, m_ctrl.ALU_operation 3, m_datapath.U2.register 992
m_ctrl.state 4, m_ctrl.ALUSrcB 2, m_ctrl.RegDst 2, m_datapath.MDR.register 32
m_datapath.IR.register 32
final timing paths:
kind	from	end	slack, ns	cells after the start
max in group asynchronous	reset	m_datapath.U2.register[15][16]	7.37	5
min in group asynchronous	reset	m_datapath.U2.register[7][20]	2.26	2
max	m_datapath.IR.register[17]	Data_out[4]	4.09	10
min	m_ctrl.MemWrite	m_ctrl.MemWrite	0.47	1
max reg2reg	m_datapath.IR.register[17]	m_datapath.ALUout.register[31]	4.29	22
min reg2reg	m_ctrl.MemWrite	m_ctrl.MemWrite	0.47	1
No activity file was given, so power comes from the tool's default toggle rates.
