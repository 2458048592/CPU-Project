### ./design.v
`timescale 1ns / 1ps
module vga_control(
			input clk25,
			input wire [9:0] hc,
			input wire [9:0] vc,
			input wire vidon,
			input wire [15:0] RGB,
			input wire font_dot,
			input wire graph_mode,
			output reg [7:0] data,
			output wire [14:0] vga_address,
			output wire [9:0] font_address
    );
	parameter h_pixel = 800;
	parameter h_total = 521;
	parameter hbp = 144;
	parameter hfp = 784;
	parameter vbp = 31;
	parameter vfp = 511;
	wire [9:0] xpix;
	wire [9:0] ypix;
	assign xpix = hc - hbp;
	assign ypix = vc - vbp;
	assign vga_address = (graph_mode == 0) ? (xpix >> 3) + (ypix >> 3) * 80 : ((xpix - 250 + (ypix - 150) * 140) >> 1) + 4800;
	assign font_address = (xpix & 7) + (ypix & 7) * 8;
	always @(posedge clk25)
	begin
		if (vidon == 0)
		begin
			data <= 0;
		end
		else
		if (graph_mode == 1)
		begin
			if (xpix < 251 | (xpix > 388) | ypix < 151 | (ypix > 328))
				data <= 8'hff;
			else
			begin
				if ((4800 + xpix - 250 + (ypix - 150) * 140) & 1 == 1)
					data <= RGB[15:8];
				else
					data <= RGB[7:0];
			end
		end
		else
		begin
			if (font_dot == 1)
				data <= RGB[15:8];
			else
				data <= 0;
		end
	end
endmodule
### ./config.mk
export PLATFORM = sky130hd
export DESIGN_NAME = vga_control
export DESIGN_NICKNAME = vga_control
export VERILOG_FILES = /design/flow/design.v
export SDC_FILE = /design/flow/constraint.sdc
export NUM_CORES = 4
export LEC_CHECK = 1
export CORE_UTILIZATION = 30
### ./run.sh
#!/bin/bash
# OpenROAD 26Q1-2900-gdf79404cd8, Yosys 0.63+post, stock flow scripts
make -C /OpenROAD-flow-scripts/flow DESIGN_CONFIG=/design/flow/config.mk WORK_HOME=/design/flow/orfs finish
### ./constraint.sdc
current_design vga_control

set clk_period 14.1
set clk_io_pct 0.2

create_clock -name clk0 -period $clk_period [get_ports {clk25}]

set non_clock_inputs [all_inputs -no_clocks]
set_input_delay [expr $clk_period * $clk_io_pct] -clock clk0 $non_clock_inputs
set_output_delay [expr $clk_period * $clk_io_pct] -clock clk0 [all_outputs]
==> deck_impl_summary.md <==
Key Metrics from the Run

Outcome
  • Status: completed

Run
  • Max Cap Viol: 0
  • Tool Warnings: 31

STA
  • Post-layout min period: 12.56 ns
  • Sum of negative setup slack: 0 ns
  • Final worst slack: around 1.5 ns
  • Max Slew Vio Count: 0
  • Slew headroom: 0.548
  • RSZ-0062 raised after global routing: no
  • Hold_ws: approximately 3.2 ns
  • Fin crit share: 0.891
  • Peak Freq: ~80 MHz
  • Hold Violations, Final: 0
  • Setup-failing EPs final: 0
  • Least-Margin Pin Slew: approximately 0.67 ns

Placed design
  • Routability cong.: 0.894
  • Pre-CTS setup slack: ~1.5 ns
  • Cell count after placement: 685
  • Port buffer count: 68
  • Hpwl dp: 7.87 mm

Floorplanning
  • IO Count: around 73
  • Die width: approximately 110 µm
  • Die H: ~110 µm
  • Initial Util: 0.310
  • Die Area: 12400 µm²
  • FP Rows: 39
  • Core Area: between 10000 and 15000 µm²

Detailed routing
  • Detailed Route WL: between 8 and 9 mm
  • DR top layer: met4
  • Vias/cell: around 5.0
  • Met3 wire len: about 370 µm
  • DRC viols: 0
  • Violation tally from detailed-route iteration zero: around 120
  • Routed vias: ~3400
  • WL/cell: 13.0 µm
  • Routed met2 length: 4.18 mm
  • Diode count: 0
  • DR pass1 iterations: 20
  • Residual antenna-violating net count after detailed routing: 0
  • Wl on met1: 4.32 mm

Cells and area
  • Biggest registers after layout: data (8)
  • Share of cells above drive strength 1: 0.0367
  • Max reg flops: 8
  • Dominant logic cell types in the final layout: clkdlybuf4s50_1 (68), ha_1 (66), inv_1 (61)
  • Final instance count without filler cells: 688
  • Top reg by flops: data
  • Most common logic cell in the routed design: clkdlybuf4s50_1
  • Layout area overhead: 24.3%

Global routing
  • First-pass GRT wire length: 14.9 mm
  • GR Overflow Total: 0
  • Largest net degree at the start of global routing: 24
  • Total track usage: 0.148
  • Vias in the first global route: between 3000 and 4000
  • Initial antenna violation count: 0

Clock network
  • H-Tree Level Count: 1
  • TritonCTS clock tree: yes
  • CTS Hold Bufs: 0
  • Post_cts resized: 0
  • CTS clk-pin slew, worst paths: approximately 0.040 ns
  • Total clock sinks: 8
  • Root buf cell: clkbuf_16
  • CTS buffer count: 3
  • Setup bufs post-CTS: 0
  • CTS Buffer Depth: 2

Critical path
  • Crit-path max FO: 7
  • Worst path most repeated cell: ha_1
  • Buffers plus inverters on the worst setup path: 4
  • Crit path DAT: around 10 ns
  • Startpoint types: primary input
  • Crit path max-delay family: AND-OR/OR-AND gates
  • CP Capture Type: output pin
  • Required time of the critical path: ~11 ns
  • Critical path class: primary input to output pin
  • Crit-path slowest cell: clkdlybuf4s50_1
  • Slowest stage delay, CP: 0.58 ns

Synth
  • Area reported by Yosys stat: approximately 3600 µm²
  • Seq cells post-synth: 8
  • Dominant register cell: dfxtp_1
  • Synth warn: 1
  • Synthesized area per cell: ~7.4 µm²
  • Synth Seq Share: 0.0448
  • Yosys cell count: ~490
  • Cell Area, Synth: roughly 3600 µm²
  • Synth cell types: ~63
  • Post-synth EDFFs: 0
  • Gate Count Post-Synth: 485
  • Ys async rst share: 0

Hold path
  • HP Class: primary input to register

Power and ir drop
  • Leakage: 2.00 nW
  • Power Dens Cells: approximately 310 nW/µm²
  • Worst VDD drop: 0.131 mV
  • Pwr Total: roughly 1.4 mW
## through the flow
stage,area [µm²],util
finish,4440,0.386
global route,4440,0.386
CTS,4440,0.386
detailed placement,4370,0.379
global placement,4370,0.379
floorplan,3580,-
## power by group
part	total, mW	switching (mW)	internal, mW
clock network	0.0471	0.0106	0.0365
logic	1.28	0.661	0.623
registers	0.0249	0.000470	0.0245
total	1.36	0.672	0.684
## tightest hold or removal path, stage by stage
cell and delay (ns):
clkdlybuf4s50_1 0.39, nor2_1 0.10, a211oi_1 0.07
## layout make-up
type	instances	area, µm²
fillers	1145	7070
flip-flops and latches	8	160
repair buffers	70	696
multi-input cells	400	3090
clock buffers	3	75.1
well taps	143	179
inverters	64	240
## final timing paths
check / start / to / cells past startpoint
hold / removal: RGB[6] / data[6]$_SDFF_PN0_ / 3
setup / recovery: vc[1] / vga_address[14] / 28
## layer usage
metal,track usage,up-vias
met2,0.252,78
li1,-,1812
met5,0,-
met3,0.00780,6
met4,0.0126,0
met1,0.215,1532
## cells by family (layout without fill, tap and decap cells)
kind of cell             Yosys count  in the layout  synth area share
AND-OR/OR-AND                    135            135             0.246
XOR/XNOR                          58             58             0.148
adder cells (fa/ha/maj)           75             75             0.282
buffers and inverters             80            137            0.0928
flip-flops                         8              8            0.0448
multiplexers                       4              4            0.0116
other                              1              4           0.00105
AND/OR/NAND/NOR                  124            124             0.174
## synth_stat cells (4+ instances only)
cell type	instances	share of area
a21oi_1	43	0.060
a21o_1	7	0.015
o211ai_1	6	0.013
inv_1	61	0.064
ha_1	66	0.23
clkbuf_1	6	0.0063
fa_1	9	0.050
xor2_1	17	0.042
o22ai_1	7	0.012
buf_4	8	0.017
nand2_1	40	0.042
nand3_1	11	0.015
nor2_1	23	0.024
nor3_1	11	0.015
nand2b_1	4	0.0070
o21ai_0	22	0.031
xnor2_1	38	0.093
o21bai_1	6	0.013
dfxtp_1	8	0.045
o21ai_1	5	0.0070
o21a_1	7	0.015
nor2b_1	10	0.018
a221oi_1	4	0.0098
or3_1	6	0.011
Power and IR drop assume default switching activity.
